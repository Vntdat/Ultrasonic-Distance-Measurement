File: flow/config.mk
export PLATFORM = sky130hd
export DESIGN_NAME = registerb
export DESIGN_NICKNAME = registerb
export VERILOG_FILES = /design/flow/design.v
export SDC_FILE = /design/flow/constraint.sdc
export NUM_CORES = 4
export LEC_CHECK = 1
export CORE_AREA = 10 10 70 70
export DIE_AREA = 0 0 80 80
File: flow/constraint.sdc
current_design registerb

set clk_period 1.1
set clk_io_pct 0.2

create_clock -name clk0 -period $clk_period [get_ports {clk}]

set non_clock_inputs [all_inputs -no_clocks]
set_input_delay [expr $clk_period * $clk_io_pct] -clock clk0 $non_clock_inputs
set_output_delay [expr $clk_period * $clk_io_pct] -clock clk0 [all_outputs]
File: flow/design.v
module registerb (clear,load,clk,I,Q);
	input 	logic 	clear;
	input 	logic 	load;
	input 	logic 	clk;
	input 	reg 	[13:0]I;
	output 	reg	[13:0]Q;
	always_ff@(posedge clk)
		begin
			if (clear)
				Q <= 0;
			else if (load)
				Q <= I;
		end
endmodule
File: flow/run.sh
#!/bin/bash
# OpenROAD 26Q1-2900-gdf79404cd8, Yosys 0.63+post, stock flow scripts
make -C /OpenROAD-flow-scripts/flow DESIGN_CONFIG=/design/flow/config.mk WORK_HOME=/design/flow/orfs finish
==> qor.yml <==
cells_and_area:
  largest_register_ffs: 14
  drive_above_1_share_pct: 25.64
  final_util_pct: 26.70
  finalNonFillerCells: 124
  top_register: "Q"
  syn_to_final_growth_pct: 79.56
  top_regs: "Q: 14 flops"
global_routing:
  grt_pass1_wl_um: 2263
  grt_use_total_pct: 4.461
  grt_pass1_vias: 479
  grt_overflow_total: 0
  grt_max_degree: 15
  grt_antenna_before_repair: 0
power:
  p_per_area_nw_per_um2: 1192
  pwr-share-clk_pct: 33.0
  ir_drop_mv: 0.5863
  combPwrFrac_pct: 15.8
  switchingPower_w: 0.0002223
  switching_share_pct: 20.44
  power_leakage_nw: 0.4219
  internal_power_w: 0.0008653
  seqPwrFrac_pct: 51.1
floorplan:
  fp.dieH_um: 80
  initial_utilization_pct: 14.87
  core_um2: 3416
  placementRows: 21
  ioPinCount: 31
  die_w_um: 80
  dieArea_um2: 6400
setup_path:
  r2r_end: "Q[10]"
  crit_end: "Q[8]"
  crit_type: "flop to output pin"
  slowest_stage: "dfxtp_2"
  ff2ff_path_depth: 2
  endpoint_kind: "output pin"
  critical_path_depth: 1
  crit_start: "Q[8]"
  path_cells: "dlygate4sd2_1"
  crit_arrival_ps: 830
  cp_top_family: "flip-flops"
  crit_required_ps: 880
  crit_path_start_kind: "flop"
  cp_slowest_stage_delay_ps: 330
  critPathMaxFanout: 2
  cp_num_buf_inv: 1
  r2r_slack_ps: 490
  r2r_start: "Q[10]"
sta:
  setup_viol: 0
  skew_ps: 0
  hold_viol: 0
  maxSlewHeadroom_pct: 90.14
  period_minus_slack_ps: 1049
  setup_tns_ps: 0
  fmaxAchievable_ghz: 0.9532
  worst_pin_slew_ps: 143.8
  finalMaxSlewViolations: 0
  rsz0062_at_grt: "false"
  fin_crit_sh_pct: 95.38
cts:
  cts_htree_levels: 1
  root_buffer: "clkbuf_4"
  cts.sinks: 14
  cts_buffer_depth: 2
  cts.clk_slew.worst_paths_ps: 80
  hold_buffers: 0
  cts_tree: "done"
  numCtsBuffers: 3
  clk_latency_ps: 270
placed_design:
  io_buffer_count: 30
  gp_congestion: 0.6812
  placed_cells: 120
yosys:
  synthTopCellsByArea: "dfxtp_1, mux2i_1, nor2_1"
  ys_seq_share_pct: 55.17
  synth_cell_types: 6
  yosysChipArea_um2: 508.0
  syn_area_um2: 508.0
  yosys-stat-cells: 45
  top_area_cell: "dfxtp_1"
  netlist.area_leader.share_pct: 55.17
  synthTopCellsByCount: "dfxtp_1, mux2i_1, nor2_1"
  ys_async_sr_fraction_pct: 0
  ys_ff: 14
  ys.flop_type: "dfxtp_1"
  synth-edff-count: 0
  syn_area_per_cell_um2: 11.29
  synth-warning-count: 1
  synth_cells: 45
drt:
  first_pass_iters: 2
  drtIter0Drc: 9
  diodes: 0
  num_vias: 414
  wl_um: 1404
  avgRoutedWirePerCell_um: 11.32
  routed_via_density: 3.339
  postRouteAntennaNets: 0
  drcViolationCount: 0
run_status:
  run_status: "finished, final reports clean"
flow_run:
  maxCapViolations: 0
  warnings: 25
worst_hold_path:
  hold_class: "flop to flop"
  hp-start: "Q[9]"
## per-layer routing
layer	share of wire [%]	vias up	GRT usage (%)
met5	0	-	0
met1	38	177	4.768
met4	0	0	0.3521
li1	-	215	-
met3	16	0	3.636
met2	45	22	6.982
## power by group through the flow
stage	registers (W)	logic, W	clock network (W)
final	0.000556	0.000172	0.000359
after CTS	0.000557	0.000175	0.000381
after global routing	0.000561	0.000191	0.000403
## timing repair
| item | in CTS | in global routing |
|---|---|---|
| setup endpoints to repair | 14 | 4 |
| setup buffers | 0 | 0 |
| resized | 28 | 4 |
## worst min-delay path by stage
stage	end	cells past startpoint
final	Q[9]	2
after global routing	Q[9]	2
after CTS	Q[9]	2
## cells by family (layout without fill, tap and decap cells)
group                  count (synthesis)  in the layout  synth area share (%)
and+or+nand+nor                       14             14                 10.34
muxes                                 14             14                 27.59
DFF                                   14             14                 55.17
buffers and inverters                  3             36                 6.896
## layout by cell type (no fill, tap or decap), drive strengths merged
master         synthesis  final
nor2                  14     14
dlygate4sd2            0     10
clkbuf                 1      4
dfxtp                 14     14
mux2i                 14     14
buf                    2      2
clkdlybuf4s50          0     16
clkdlybuf4s15          0      4
## stage by stage
| step | power [W] | hold WS, ps | instance area [µm²] | worst slack [ps] |
|---|---|---|---|---|
| finish | 0.001088 | 481.8 | 912.1 | 50.86 |
| global route | 0.001156 | 509.5 | 912.1 | 1.378 |
| CTS | 0.001113 | 491.4 | 907.1 | 19.17 |
| detailed placement | 0.0007576 | 483.8 | 870.8 | -176.0 |
| global placement | 0.0007557 | 474.9 | 870.8 | -158.1 |
| floorplan | 0.0006221 | 292.4 | 508.0 | 306.0 |
## final cells by class
class,instances,area (µm²)
multi-input combinational,28,192.7
clock buffer,4,36.28
fill,363,2504
tap,46,57.56
sequential,14,297.8
timing repair buffer,32,327.8
Power is estimated from default activity; no workload was simulated.
