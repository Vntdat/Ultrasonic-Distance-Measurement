## flow/design.v

```verilog
module adder(A,S,clk);
	input logic clk;
	input logic [15:0]A;
	output logic [15:0]S;
	always_ff@(posedge clk)
		S <= A + 1;
endmodule
```

## flow/run.sh

```bash
#!/bin/bash
# OpenROAD 26Q1-2900-gdf79404cd8, Yosys 0.63+post, stock flow scripts
make -C /OpenROAD-flow-scripts/flow DESIGN_CONFIG=/design/flow/config.mk WORK_HOME=/design/flow/orfs finish
```

## flow/config.mk

```make
export PLATFORM = sky130hd
export DESIGN_NAME = adder
export DESIGN_NICKNAME = adder
export VERILOG_FILES = /design/flow/design.v
export SDC_FILE = /design/flow/constraint.sdc
export NUM_CORES = 4
export LEC_CHECK = 1
export CORE_AREA = 10 10 74 74
export DIE_AREA = 0 0 84 84
```

## flow/constraint.sdc

```tcl
current_design adder

set clk_period 2.2
set clk_io_pct 0.2

create_clock -name clk0 -period $clk_period [get_ports {clk}]

set non_clock_inputs [all_inputs -no_clocks]
set_input_delay [expr $clk_period * $clk_io_pct] -clock clk0 $non_clock_inputs
set_output_delay [expr $clk_period * $clk_io_pct] -clock clk0 [all_outputs]
```

==> out/qor.txt <==
Outcome = completed
Slew at the pin closest to its max-slew limit = 0.325 ns
Fraction of registers with async set or reset after synthesis = 0%
Most common reg cell = sky130_fd_sc_hd__dfxtp_1
Max stage delay cell, worst path = sky130_fd_sc_hd__clkdlybuf4s50_1
# Max-Cap Violations = 0
RSZ-0062 raised after global routing = no
Top cells, area = sky130_fd_sc_hd__dfxtp_1 (52%), sky130_fd_sc_hd__xor2_1 (14%), sky130_fd_sc_hd__nor4_2 (8.0%)
Overall die width = 84 um
Number of gates resized after cts = 0
Largest fanout on the critical path = 7
Final Critical Period = 1.63 ns
Residual antenna-violating net count after detailed routing = 0
Vias/cell = 3.50
Required time at the worst-slack endpoint = 2.37 ns
Fraction of power consumed by combinational cells = 15.1%
Number of non-filler instances in the completed layout = 143
Part of the Yosys area used for sequential elements = 51.5%
First-pass GRT wire length = 2.55 mm
Die height = 84 um
Number of warnings in the stage logs = 25
Top area contributor share = 51.5%
Lkg Pwr = 0.397 nW
Distinct lib cells used = 12
Total die size = 7060 sq um
Yosys top cell by area = sky130_fd_sc_hd__dfxtp_1
Clock slew seen by the registers of the worst setup and hold paths = 0.06 ns
Pint = 0.535 mW
Nature of the critical path endpoint = flip-flop
Utilization after layout = 26.7%
CTS sink cnt = 16
Rows = 23
Largest register by flop count = S
Mapped cell area = 622 sq um
Worst slew slack as a fraction of its limit = 78.3%
Part of the total power dissipated in sequential elements = 47.3%
Number of antenna cells inserted = 0
Arr. time, crit path = 1.80 ns
Fillers = 427
GRT overflow = 0
# Cells Yosys = 57
Hold Path Depth = 2
Delay contributed by the slowest stage of the critical path = 0.54 ns
Post-cts hold-fix buffer tally = 0
Post-synth area from yosys stat = 622 sq um
Origin of the worst min-delay path = A[0]
Post CTS Setup Buffer Count = 0
Number of antenna violations at the first check in global routing = 0
CTS tree = built
First-pass iteration count of the detailed router = 4
Library cell with the highest instance count after synthesis = sky130_fd_sc_hd__dfxtp_1
Post-detailed-placement cell area = 1000 sq um
Upper clock frequency limit = 614 MHz
Type of the most critical hold path = in -> reg
Number of enable-type register cells in the synthesized netlist = 0
Maximum number of pins on one net before global-route repair = 10
DR iter-0 viols = 32
Number of hold violations in the final report = 0
Cell Pwr Density = 626 nW/um^2
Synth cell count leaders = sky130_fd_sc_hd__dfxtp_1 (16), sky130_fd_sc_hd__xor2_1 (10), sky130_fd_sc_hd__nand3_1 (5)
YS warnings = 1
Share of power burned in the clock network = 37.6%
Share of layout cells above drive strength 1 = 9.68%
Registers with the highest flip-flop counts = S x16
Fin. max-slew vios = 0
Final wirelength = 1.61 mm
Routability congestion estimate from global placement = 0.732
Placed instance count = 139
Fraction of power spent switching nets = 19.4%
Post-detail-place hpwl = 1.39 mm
Number of ports placed on the die boundary = 33
Synthesis-stage register bit count = 16
Ordered cell list for the critical path = clkdlybuf4s50_1 -> nand3_1 -> nor4_2 -> xor2_1
Total design power = 0.664 mW
VDD IR max = 0.185 mV
Post-route fraction of the period consumed by the critical path = 74.0%
GRT Util Overall = 4.43%
Largest register FFs = 16
Max Root-Sink Buffers = 2
Clk Tree Root Cell = sky130_fd_sc_hd__clkbuf_8
Area growth from synthesis to final layout = 70.4%
Synthesized instance count = 57
Number of vias after detailed routing = 501
Setup slack at placement = 0.292 ns
Level count of the clock H-tree = 1
Hold slack final = 0.740 ns
Number of global-route vias before repair = 532
Setup slack after layout = 0.573 ns
Critical path startpoint category = input pin
Post-route design area = 1060 sq um
Net switching power = 0.129 mW
Sum of negative setup slack = 0 ns
Core Density at Floorplan = 15.7%
Wire length per cell after detailed routing = 11.3 um
Core area = 3970 sq um
Avg Inst Size Synth = 10.9 sq um
Type of the setup path with the least slack = in -> reg
Min-Delay Endpoint = S[0]
Number of I/O port buffers = 32
Clock buffer count from CTS = 3
DR DRC count = 0
Final setup violation count = 0
==> cell type report <==
cell class	count	area (sq um)	share of cell area [%]
inverter	3	11.3	1.06
timing repair buffer	32	320	30.2
multi-input combinational	38	290	27.4
clock buffer	4	55.1	5.19
tap	50	62.6	5.90
sequential	16	320	30.2
==> power groups by stage <==
stage	combinational (mW)	clock, mW	sequential (mW)
CTS	0.103	0.257	0.314
finish	0.100	0.250	0.314
global route	0.109	0.275	0.316
==> cell usage in the layout (no fill, tap or decap) <==
cell type / netlist / routed
sky130_fd_sc_hd__clkbuf_8: 0 / 4
sky130_fd_sc_hd__clkdlybuf4s50_1: 0 / 32
sky130_fd_sc_hd__dfxtp_1: 16 / 16
sky130_fd_sc_hd__ha_1: 1 / 1
sky130_fd_sc_hd__inv_1: 3 / 3
sky130_fd_sc_hd__nand2_1: 4 / 4
sky130_fd_sc_hd__nand3_1: 5 / 5
sky130_fd_sc_hd__nand4_1: 2 / 2
sky130_fd_sc_hd__nand4_4: 1 / 1
sky130_fd_sc_hd__nor2_1: 3 / 3
sky130_fd_sc_hd__nor3_1: 4 / 4
sky130_fd_sc_hd__nor4_2: 4 / 4
sky130_fd_sc_hd__xnor2_1: 4 / 4
sky130_fd_sc_hd__xor2_1: 10 / 10
==> critical path: cells and delay by family <==
kind                      cells  cell delay (ns)
xor gates and xnor gates      1             0.17
and+or+nand+nor               2             0.65
buffers and inverters         1             0.54
==> worst max path at each step <==
stage / start / to / slack [ns] / cells after the start
global route: A[2] / S[15] / 0.44 / 4
finish: A[2] / S[15] / 0.57 / 4
CTS: A[2] / S[15] / 0.54 / 4
==> kinds of logic (layout without fill, tap and decap cells) <==
group	after synthesis	in the layout	share of synthesized area (%)
adder cells (fa/ha/maj)	1	1	2.01
buffers and inverters	3	39	1.81
flip-flops	16	16	51.5
AND/OR/NAND/NOR	23	23	24.9
XOR/XNOR	14	14	19.7
==> layer usage <==
metal	share of wire [%]	track usage [%]	up-vias
li1	-	-	265
met1	38	4.76	214
met2	49	7.18	20
met3	12	2.85	2
met4	0.74	0.913	0
met5	0	0	-
Power and IR drop assume default switching activity.
